==> design/flow/config.mk <==
export PLATFORM = sky130hd
export DESIGN_NAME = RemoteController
export DESIGN_NICKNAME = RemoteController
export VERILOG_FILES = /design/flow/design.v
export SDC_FILE = /design/flow/constraint.sdc
export NUM_CORES = 4
export LEC_CHECK = 1
export CORE_AREA = 10 10 104 104
export DIE_AREA = 0 0 114 114
==> design/flow/constraint.sdc <==
current_design RemoteController

set clk_period 2.4
set clk_io_pct 0.2

create_clock -name clk0 -period $clk_period [get_ports {Clock}]

set non_clock_inputs [all_inputs -no_clocks]
set_input_delay [expr $clk_period * $clk_io_pct] -clock clk0 $non_clock_inputs
set_output_delay [expr $clk_period * $clk_io_pct] -clock clk0 [all_outputs]
==> design/flow/design.v <==
module RemoteController (
    input wire Clock,
    input wire Reset,
    input wire Serial,
    output reg [7:0] Tecla,
    output reg Ready
);
    localparam IDLE           = 3'd0,
               WAIT_CUSTOM    = 3'd1,
               WAIT_KEY       = 3'd2,
               WAIT_INV_KEY   = 3'd3,
               WAIT_END       = 3'd4,
               VALIDATE       = 3'd5,
               READY_PULSE    = 3'd6;
    reg [2:0] state, next_state;
    reg [3:0] bit_count;    
    reg [1:0] pulse_count;  
    reg [15:0] custom_reg;
    reg [7:0]  key_reg;
    reg [7:0]  inv_key_reg;
    reg [7:0]  tecla_storage;  
    always @(posedge Clock) begin
        if (Reset) begin
            state         <= IDLE;
            bit_count     <= 4'd0;
            pulse_count   <= 2'd0;
            custom_reg    <= 16'd0;
            key_reg       <= 8'd0;
            inv_key_reg   <= 8'd0;
            tecla_storage <= 8'd0;
        end else begin
            state <= next_state;
            case (state)
                IDLE: begin
                    bit_count   <= 4'd0;
                    pulse_count <= 2'd0;
                end
                WAIT_CUSTOM: begin
                    custom_reg <= {custom_reg[14:0], Serial};
                    bit_count  <= (bit_count == 15) ? 4'd0 : bit_count + 1'b1;
                end
                WAIT_KEY: begin
                    key_reg   <= {key_reg[6:0], Serial};
                    bit_count <= (bit_count == 7) ? 4'd0 : bit_count + 1'b1;
                end
                WAIT_INV_KEY: begin
                    inv_key_reg <= {inv_key_reg[6:0], Serial};
                    bit_count   <= (bit_count == 7) ? 4'd0 : bit_count + 1'b1;
                end
                VALIDATE: begin
                    if (key_reg == ~inv_key_reg)
                        tecla_storage <= key_reg;
                end
                READY_PULSE: begin
                    pulse_count <= pulse_count + 1'b1;
                end
            endcase
        end
    end
    always @(*) begin
        next_state = state;
        case (state)
            IDLE: begin
                if (Serial == 1'b0) next_state = WAIT_CUSTOM;
            end
            WAIT_CUSTOM: begin
                if (bit_count == 15) next_state = WAIT_KEY;
            end
            WAIT_KEY: begin
                if (bit_count == 7) next_state = WAIT_INV_KEY;
            end
            WAIT_INV_KEY: begin
                if (bit_count == 7) next_state = WAIT_END;
            end
            WAIT_END: begin
                if (Serial == 1'b1) next_state = VALIDATE;
            end
            VALIDATE: begin
                if (key_reg == ~inv_key_reg) 
                    next_state = READY_PULSE;
                else 
                    next_state = IDLE;
            end
            READY_PULSE: begin
                if (pulse_count == 2) next_state = IDLE;
            end
            default: next_state = IDLE;
        endcase
    end
    always @(*) begin
        Ready = (state == READY_PULSE);
        Tecla = (state == READY_PULSE) ? tecla_storage : 8'd0;
    end
endmodule
==> design/flow/run.sh <==
#!/bin/bash
# OpenROAD 26Q1-2900-gdf79404cd8, Yosys 0.63+post, stock flow scripts
make -C /OpenROAD-flow-scripts/flow DESIGN_CONFIG=/design/flow/config.mk WORK_HOME=/design/flow/orfs finish
==> deck_impl_summary.md <==
Physical Implementation Snapshot

Pwr
  – Leak Pwr: between 0.0006 and 0.0007 µW
  – PwrDens: roughly 560 mW/mm²
  – Internal: roughly 860 µW
  – Peak supply drop: between 0.00015 and 0.0002 V
  – Sw Pwr: 217 µW
  – Combinational power share: 0.029
  – Clock share of power: 0.393
  – Switching Share: 0.202
  – Part of the power in registers: 0.578

Worst setup path
  – Critical path data required time: roughly 1900 ps
  – CP startpoint kind: flop
  – Delay-heaviest family, CP: flip-flops
  – Buf+Inv Stages, Crit Path: 1
  – Crit-path cells: and2_1 > clkdlybuf4s50_1
  – R2r startpoint: state[2]$_DFF_P_
  – R2R cell count: 4
  – RR Endpoint: bit_count[3]$_SDFFE_PP0P_
  – CP max FO: 15
  – Slowest CP cell: dfxtp_1
  – Crit Path Category: reg -> out
  – Arrival time at the worst endpoint: around 1500 ps
  – CP endpoint kind: primary output
  – Setup slack, reg-to-reg: 740 ps
  – Crit-path max cell delay: between 500 and 600 ps

Status
  – Status: finished, final reports clean

Route
  – 1st-iter DRT viols: 38
  – Drt drc: 0
  – TritonRoute pass-1 iters: 4
  – DRT antenna net count: 0
  – DRT Wirelength: between 2 and 3 mm
  – # diodes: 0
  – Post-DR vias/cell: a little under 4
  – Wire per inst: around 9.6 µm
  – Via count: 1,139

Clock network
  – CTS tree: done
  – Clock Sinks: 37
  – H-Tree Depth: 2
  – Latency at later pin: between 200 and 300 ps
  – Postcts setup bufs: 0
  – Num CTS Buffers: 5
  – Reg clk slew, reported paths: approximately 70 ps
  – Post-CTS sizing: 0
  – Hold Buf Count CTS: 0
  – CTS Root Buffer Type: clkbuf_8
  – CTS max path bufs: 2

Timing
  – Fin crit share: 0.834
  – Finish-stage setup viols: 0
  – Fin. max-slew vios: 0
  – Clock Skew: 4.38 ps
  – Slew headroom: 0.563
  – RSZ-0062 raised after global routing: no
  – Final hold violation count: 0
  – F_max: about 0.5 GHz
  – Post-route minimum period: between 2000 and 2500 ps
  – Final setup TNS: 0 ps
  – Worst Max-Slew Pin Slew: between 600 and 700 ps

Synthesis
  – Synthesized cell area: approximately 0.0016 mm²
  – Top cells by area: dfxtp_1 (45%), mux2i_1 (15%), nand2b_1 (5.7%)
  – Mapped Avg Cell Area: 9.56 µm²
  – Post-synth top area cell: dfxtp_1
  – Ys Warns: 1
  – Sequential area share after synthesis: 0.453
  – Cells after synthesis: roughly 170
  – Netlist cell types: 32
  – Ys flops: 37
  – # Cells Yosys: around 170
  – Top-area cell share: 0.453
  – YS chip area: 0.00163 mm²

Layout
  – Layout area overhead: 18.5%
  – Most used logic cell in the final layout: dfxtp_1
  – Most frequent logic cells in the routed design: dfxtp_1 (37), mux2i_1 (25), nor2_1 (24)
  – Share of cells above drive strength 1: 0.0659
  – Cell Count, Final, Fillers Out: 290
  – Post-layout util: 0.223

Floorplan
  – Die area: 0.0130 mm²
  – Die Y: between 100 and 150 µm
  – CORE AREA: ~0.0087 mm²
  – I/O pin cnt: 12
  – Die Width: ~110 µm
  – Pre-Place Util: 0.188
  – Site Rows: 34

Min path
  – Hold_sp: tecla_storage[7]$_SDFFE_PP0P_
  – Worst Hold Path EP: tecla_storage[7]$_SDFFE_PP0P_
  – Worst Hold Depth: 2
  – HP Class: reg -> reg

Global routing
  – Largest net degree at the start of global routing: approximately 46
  – Number of global-route vias before repair: just over 1,000
  – Initial antenna violation count: 0
  – Congestion Overflow GR: 0
  – First-pass GRT wire length: between 4 and 5 mm
  – Tot GR Track Use: 0.0433

Place
  – GPL Wtd Cong: a little under 0.8
  – PortBufs: 11
  – Dpl cells: between 200 and 300
  – Hpwl dp: around 1.9 mm

Flow run
  – Tool warning count: 25
  – Max-cap violation count: 0
## metrics by stage
stage               cell area, µm²  setup WS, ps  total power [µW]  hold WS (ps)
floorplan                     1630          1040               659           444
global placement              1850           697               668           456
detailed placement            1850           686               669           459
CTS                           1940           358              1100           472
global route                  1940           233              1130           491
finish                        1940           397              1080           469
## how the worst max path moves through the flow
stage	from	to	slack (ps)	depth (start not counted)
finish	state[3]$_DFF_P_	Tecla[5]	400	2
global route	state[3]$_DFF_P_	Tecla[6]	230	2
CTS	state[3]$_DFF_P_	Tecla[5]	360	2
## power by group through the flow
stage / combinational, µW / clock (µW) / sequential, µW
CTS: 32.3 / 445 / 622
finish: 31.6 / 423 / 623
global route: 36.2 / 467 / 623
## synthesized netlist by cell type (all sizes together)
cell / count
ha: 2
a221oi: 1
o21ai: 3
buf: 5
a31oi: 2
nand3: 2
and2: 8
nor3: 4
nor2b: 3
nand2: 5
dfxtp: 37
o21ba: 1
or3b: 1
nand2b: 15
mux2i: 25
nand4: 1
nor4: 3
and3b: 1
and4bb: 2
inv: 3
a211oi: 1
nor3b: 1
a21oi: 7
or2b: 1
a22oi: 1
xor2: 8
nor2: 24
clkbuf: 4
## cells by family (layout without fill, tap and decap cells)
logic type,after synthesis,count (layout),share of synthesized area
adders and majority gates,2,2,0.0153
xor gates and xnor gates,8,8,0.0429
and+or+nand+nor,71,71,0.239
muxes,25,25,0.153
AOI/OAI and AO/OA,16,16,0.0620
buffers and inverters,12,23,0.0344
DFF,37,37,0.453
## area by class of cell
class                           count  area (µm²)
Clock buffer                        7        86.3
Multi-Input combinational cell    122         837
Tap cell                          108         135
Fill cell                         941        6740
Sequential cell                    37         741
Timing Repair Buffer               13         125
Inverter                            3        11.3
## per-layer routing
metal  wire length (µm)  GRT usage  vias to the layer above
met5                  0          0                        -
met4                 89     0.0117                        0
met3                 94    0.00797                        7
met2               1320     0.0702                       13
met1               1270     0.0580                      520
li1                   -          -                      599
## tightest hold or removal path, delay by kind of cell, from the launching register on
family	cells	cell delay, ps
flip-flops	1	300
multiplexers	1	60
AND/OR/NAND/NOR	1	60
No activity file was given, so power comes from the tool's default toggle rates.
