## config.mk

```make
export PLATFORM = sky130hd
export DESIGN_NAME = TOP
export DESIGN_NICKNAME = TOP
export VERILOG_FILES = /design/flow/design.v
export SDC_FILE = /design/flow/constraint.sdc
export NUM_CORES = 4
export LEC_CHECK = 1
export CORE_UTILIZATION = 40
```

## constraint.sdc

```tcl
current_design TOP

set clk_period 2.6
set clk_io_pct 0.2

create_clock -name clk0 -period $clk_period [get_ports {Clock}]

set non_clock_inputs [all_inputs -no_clocks]
set_input_delay [expr $clk_period * $clk_io_pct] -clock clk0 $non_clock_inputs
set_output_delay [expr $clk_period * $clk_io_pct] -clock clk0 [all_outputs]
```

## design.v

```verilog
module Acumulador #(parameter TAMANHO = 16)(Clock, Load, Clear, Transfer, M, Saidas);
	input Clock, Load, Clear, Transfer;
	input [TAMANHO-1:0] M;
	output wire [TAMANHO-1:0] Saidas;
	reg [TAMANHO-1:0] ff_B;
	wire [TAMANHO-1:0] fa_S;
	reg [TAMANHO-1:0] ff_A;
	always @(posedge Clock) begin  
		if(Load) ff_B <= M;
	end
	assign fa_S = ff_B + ff_A;  
	always @(posedge Clock or negedge Clear) begin  
		if (!Clear) begin
			ff_A <= 0;
		end
		else if(Transfer) begin
			ff_A <= fa_S;
		end
	end
	assign Saidas = ff_A;
endmodule
module FSM (Clock, Reset, Address, ReadEnable, WriteEnable, Load, Clear, Transfer, Ready);
	input Clock, Reset;
	output reg [5:0] Address;
	output reg ReadEnable, WriteEnable, Load, Clear, Transfer, Ready;
	localparam INICIO = 3'd0;
	localparam SOLICITA_MEM = 3'd1;
	localparam IDLE_1 = 3'd2;
	localparam LOAD = 3'd3;
	localparam ADD = 3'd4;
	localparam SAVING = 3'd5;
	localparam IDLE_2 = 3'd6;
	localparam READY  = 3'd7;
	reg [2:0] current_state, next_state;
	reg [5:0] i;
	always @(posedge Clock or negedge Reset) begin
		if (!Reset) begin
			current_state <= INICIO;
            i <= 6'd0;
			end
		else begin
			current_state <= next_state;
            if (next_state == INICIO) begin
					i <= 6'd0;
            end
            else if (next_state == ADD) begin
					i <= i + 1'b1; 
            end
            else if (next_state == IDLE_2) begin
					i <= i + 1'b1;
            end
		end
	end
	always @(*) begin
		next_state = current_state;
		case (current_state)
			INICIO: begin
				next_state = SOLICITA_MEM;
			end
			SOLICITA_MEM: begin
				next_state = IDLE_1;
			end
			IDLE_1: begin		
				next_state = LOAD;
			end
			LOAD: begin
				next_state = ADD;
			end
			ADD: begin
				if (i[2:0] == 3'b111) 
					next_state = SAVING;
				else 
					next_state = SOLICITA_MEM;
			end
			SAVING: begin
				next_state = IDLE_2;
			end
			IDLE_2: begin
				if (i == 6'd32) 
					next_state = READY;
				else 
					next_state = SOLICITA_MEM;
			end
			READY: begin
				next_state = INICIO;
			end
			default: next_state = INICIO;
		endcase
    end
	always @(*) begin
		Clear       = 1'b1;
		Address = 1'b0;
		ReadEnable  = 1'b0;
		WriteEnable = 1'b0;
		Load        = 1'b0;
		Transfer    = 1'b0;
		Ready       = 1'b0;
		case (current_state)
			INICIO:       Clear = 1'b0;
			SOLICITA_MEM: begin ReadEnable = 1'b1; Address = i; end
			IDLE_1:       begin ReadEnable = 1'b1; Address = i; end 
			LOAD: begin
				ReadEnable = 1'b1;
				Load       = 1'b1;
				Address = i;
			end
			ADD:          Transfer = 1'b1;
			SAVING:       begin WriteEnable = 1'b1; Address = i; end
			IDLE_2:       begin Clear = 1'b0; Address = i; end
			READY:  Ready = 1'b1;
		endcase
	end
endmodule
module TOP (Clock, Reset, Ready, Address, DataIN, ReadEnable, WriteEnable, DataOut);
	input Clock;
   input Reset;
   output wire Ready;
   output wire [4:0] Address;
   output wire [15:0] DataIN;
   output wire ReadEnable;
   output wire WriteEnable;
   input [15:0] DataOut;
   wire Load;    
   wire Clear;     
   wire Transfer;  
   Acumulador InstACC (.Clock(Clock), .Load(Load), .Clear(Clear), .Transfer(Transfer), .M(DataOut), .Saidas(DataIN));
   FSM InstFSM (.Clock(Clock), .Reset(Reset), .Address(Address), .ReadEnable(ReadEnable), .WriteEnable(WriteEnable), 
	.Load(Load), .Clear(Clear), .Transfer(Transfer), .Ready(Ready));
endmodule
```

## run.sh

```bash
#!/bin/bash
# OpenROAD 26Q1-2900-gdf79404cd8, Yosys 0.63+post, stock flow scripts
make -C /OpenROAD-flow-scripts/flow DESIGN_CONFIG=/design/flow/config.mk WORK_HOME=/design/flow/orfs finish
```

==> flow_metrics.tcl <==
# yosys + openroad results
set metrics [dict create \
    gp_congestion 0.836 \
    slew_viol_final 0 \
    ant_nets 0 \
    skew_ns 0.00426 \
    area_delta_synth_final_pct 25.6 \
    post-route-min-period_ns 2.50 \
    worst_slew_pin_slew_ns 0.631 \
    pre_cts_ws_ns 0.153 \
    synth_cell_type_count 50 \
    worstSetupEndpointType "output pin" \
    io_buffers 41 \
    path_max_fanout 5 \
    final_util 0.527 \
    stdcell_count 355 \
    fp.dieArea_sq_mm 0.00657 \
    tool_warnings 26 \
    grt_pass1_vias 1799 \
    edf_count 16 \
    grt_overflow 0 \
    die_x_um 81.0 \
    layout_top_cells "41 x clkdlybuf4s50_1, 29 x dfrtp_1, 29 x nand2_1, 27 x o21ai_0, 18 x ha_1" \
    die_h_um 81.0 \
    finalPower_mw 2.91 \
    tns_ns 0 \
    grt_start_max_net_pins 17 \
    status "finished, final reports clean" \
    min_path_type "reg2async" \
    fin_ws_ns 0.101 \
    first_pass_iters 4 \
    relSlewSlack 0.578 \
    tritoncts "built" \
    grt_pass1_wl_um 8530 \
    drive_gt1_frac 0.0857 \
    avgSynthCellArea_sq_um 10.8 \
    synth_seq_share 0.493 \
    startpoint_type "flip-flop" \
    ys_cells 231 \
    final_area_sq_mm 0.00314 \
    place_area_sq_mm 0.00303 \
    dp_hpwl_um 3790 \
    synthCells 231 \
    worstSetupPathType "reg2out" \
    ys_chip_area_sq_mm 0.00250 \
    antenna_found_initial 0 \
    vias 1944 \
    clock-sinks 46 \
    rows 28 \
    io_pins 42 \
    cts_buffers 5 \
    grt_use_total 0.175 \
    initCoreUtil 0.420 \
    finalHoldViolations 0 \
    ff2ff_path_depth 7 \
    lay_top_count "clkdlybuf4s50_1" \
    drv_cap 0 \
    core_area_sq_mm 0.00596 \
    clockBufferDepth 2 \
    dp_cells 347 \
    num_antenna_cells 0 \
    drt_iter0_markers 120 \
    required_ns 2.08 \
    total_leakage_power_nw 1.33 \
    yosys_warnings 3 \
    insertion_delay_ns 0.29 \
    synth_area_sq_mm 0.00250 \
    setup_viol 0 \
    finalCritPeriodShare 0.961 \
    via_per_inst 5.48 \
    wire_per_inst_um 14.5 \
    cts.clk_slew.worst_paths_ns 0.08 \
    rsz0062_at_grt "false" \
    crit_arrival_ns 1.98 \
    numSynthFlops 46 \
    p_per_area_mw_per_mm2 926 \
    cts-htree-levels 2 \
    ys.flop_type "dfrtp_1" \
    fmax_mhz 400 \
    drc_errors 0 \
    synthArstFlopShare 0.652 \
    holdWs_ns 0.420 \
    root_buffer "clkbuf_8" \
    drt-total-wl_um 5150 \
    irDropWorstVdd_v 0.000498 \
]
==> cells in the mapped netlist, types with 2 or more instances <==
master | number | share of area
a21boi_0 | 2 | 0.0060
xnor2_1 | 3 | 0.011
and2_1 | 8 | 0.020
nor4_1 | 2 | 0.0050
and3_1 | 3 | 0.0075
o21ai_0 | 27 | 0.054
nor3_1 | 3 | 0.0060
or3_1 | 3 | 0.0075
a22o_1 | 2 | 0.0070
a21o_1 | 8 | 0.024
nand2_1 | 29 | 0.044
nor4b_1 | 2 | 0.0070
edfxtp_1 | 16 | 0.19
xor2_1 | 7 | 0.025
dfrtp_1 | 29 | 0.29
ha_1 | 18 | 0.090
a211oi_1 | 4 | 0.012
nor3b_1 | 2 | 0.0060
nand3_1 | 6 | 0.012
nor2_1 | 7 | 0.011
clkbuf_1 | 3 | 0.0045
nand4_1 | 3 | 0.0075
inv_1 | 4 | 0.0060
a21oi_1 | 10 | 0.020
o2111ai_1 | 2 | 0.0070
o21bai_1 | 3 | 0.0090
a2111oi_0 | 2 | 0.0070
==> worst max-delay path, cell delays in order, from the launching register on <==
cell,delay (ns)
dfrtp_1,0.42
or4_4,0.58
nor4_2,0.18
clkdlybuf4s50_1,0.50
==> timing repair <==
action,CTS,global route
hold buffers,0,0
setup endpoints to repair,1,5
resized,1,4
pin swaps,0,1
buffers inserted,0,0
==> power breakdown <==
| group | switching [mW] | internal [mW] | total [mW] |
|---|---|---|---|
| sequential | 0.127 | 0.912 | 1.04 |
| combinational | 0.679 | 0.742 | 1.42 |
| clock | 0.230 | 0.217 | 0.447 |
| total | 1.04 | 1.87 | 2.91 |
==> flip-flops by register name, summed over array words and instances (netlist names) <==
name and count:
InstACC.ff_A 16, InstACC.ff_B 16, InstFSM.current_state 8, InstFSM.i 6
==> area by class of cell <==
cell class | count | area [sq um]
clock buffer | 8 | 90.1
inverter | 4 | 15.0
fill | 549 | 2820
sequential | 46 | 1230
timing repair buffer | 45 | 440
multi-input combinational | 177 | 1270
tap | 75 | 93.8
==> metal layers <==
| metal | global-route usage | up-vias | part of all wire |
|---|---|---|---|
| li1 | - | 973 | - |
| met1 | 0.307 | 927 | 0.52 |
| met2 | 0.240 | 36 | 0.43 |
| met3 | 0.0365 | 8 | 0.040 |
| met4 | 0.0179 | 0 | 0.012 |
| met5 | 0 | - | 0 |
==> cell families (layout without fill, tap and decap cells) <==
logic type,count (synthesis),after routing,synth area share
simple gates,77,77,0.172
compound gates,71,71,0.187
flops,46,46,0.493
fa+ha+maj,19,19,0.0981
xor+xnor,10,10,0.0351
buf+inv,8,57,0.0150
==> final timing paths <==
path / slack (ns) / endpoint / from
setup / recovery: 0.10 / WriteEnable / InstFSM.current_state[1]$_DFF_PN0_
max in group asynchronous: 1.54 / InstACC.ff_A[1]$_DFFE_PN0N_ / InstFSM.current_state[7]$_DFF_PN0_
setup reg to reg: 0.18 / InstACC.ff_A[13]$_DFFE_PN0N_ / InstACC.ff_A[2]$_DFFE_PN0N_
hold / removal: 0.42 / InstACC.ff_A[14]$_DFFE_PN0N_ / InstFSM.current_state[1]$_DFF_PN0_
hold reg to reg: 0.42 / InstACC.ff_A[14]$_DFFE_PN0N_ / InstFSM.current_state[1]$_DFF_PN0_
min in group clk0: 0.48 / InstFSM.i[5]$_DFFE_PN0P_ / InstFSM.i[5]$_DFFE_PN0P_
Power is estimated from default activity; no workload was simulated.
