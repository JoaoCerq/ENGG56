==> flow/design.v <==
module FSM_Control (
    input wire Clock,
    input wire Reset,
    input wire Start,
    output reg [2:0] var_u,
    output reg [2:0] var_v,
    output reg [2:0] var_x,
    output reg [2:0] var_y,
    output reg [5:0] Address,
    output reg Read_Enable,
    output reg Active_MAC,
    output reg Ready
);
    localparam S_IDLE       = 3'b000,
               S_SEND_ADDR  = 3'b001,  
               S_ACT_RE     = 3'b010,  
               S_WAIT_DATA  = 3'b011,  
               S_ACCUM      = 3'b100,  
               S_DONE       = 3'b101;
    reg [2:0] current_state, next_state;
    wire v_done = (var_v == 3'd7);
    wire u_done = (var_u == 3'd7) && v_done;
    wire y_done = (var_y == 3'd7) && u_done;
    wire x_done = (var_x == 3'd7) && y_done;
    always @(posedge Clock) begin
        if (Reset) begin
            current_state <= S_IDLE;
            var_u <= 3'd0;
            var_v <= 3'd0;
            var_x <= 3'd0;
            var_y <= 3'd0;
        end else begin
            current_state <= next_state;
            if (current_state == S_ACCUM) begin  
                var_v <= v_done ? 3'd0 : var_v + 1'b1;
                var_u <= v_done ? (u_done ? 3'd0 : var_u + 1'b1) : var_u;
                var_y <= u_done ? (y_done ? 3'd0 : var_y + 1'b1) : var_y;
                var_x <= y_done ? (x_done ? 3'd0 : var_x + 1'b1) : var_x;
            end
        end
    end
    always @(*) begin
        next_state = current_state;
        case (current_state)
            S_IDLE: 
                if (Start) next_state = S_SEND_ADDR;
            S_SEND_ADDR: 
                next_state = S_ACT_RE;
            S_ACT_RE:    
                next_state = S_WAIT_DATA;
            S_WAIT_DATA: 
                next_state = S_ACCUM;
            S_ACCUM: begin
                if (var_u == 7 && var_v == 7 && var_x == 7 && var_y == 7)
                    next_state = S_DONE;
                else
                    next_state = S_SEND_ADDR;
            end
            S_DONE: 
                next_state = S_IDLE;
            default: 
                next_state = S_IDLE;
        endcase
    end
    always @(*) begin
        Read_Enable = 1'b0;
        Active_MAC  = 1'b0;
        Ready       = 1'b0;
        Address     = {var_u, var_v};  
        case (current_state)
            S_ACT_RE: begin
                Read_Enable = 1'b1;
            end
            S_ACCUM: begin
                Active_MAC = 1'b1;
            end
            S_DONE: begin
                Ready = 1'b1;
            end
            default: ;  
        endcase
    end
endmodule
==> flow/run.sh <==
#!/bin/bash
# OpenROAD 26Q1-2900-gdf79404cd8, Yosys 0.63+post, stock flow scripts
make -C /OpenROAD-flow-scripts/flow DESIGN_CONFIG=/design/flow/config.mk WORK_HOME=/design/flow/orfs finish
==> flow/config.mk <==
export PLATFORM = sky130hd
export DESIGN_NAME = FSM_Control
export DESIGN_NICKNAME = FSM_Control
export VERILOG_FILES = /design/flow/design.v
export SDC_FILE = /design/flow/constraint.sdc
export NUM_CORES = 4
export LEC_CHECK = 1
export CORE_AREA = 10 10 90 90
export DIE_AREA = 0 0 100 100
==> flow/constraint.sdc <==
current_design FSM_Control

set clk_period 2.4
set clk_io_pct 0.2

create_clock -name clk0 -period $clk_period [get_ports {Clock}]

set non_clock_inputs [all_inputs -no_clocks]
set_input_delay [expr $clk_period * $clk_io_pct] -clock clk0 $non_clock_inputs
set_output_delay [expr $clk_period * $clk_io_pct] -clock clk0 [all_outputs]
==> flow_metrics.rpt <==
PHYSICAL IMPLEMENTATION REPORT
----------------------------------------------------
[Finish]
  Combinational gate area ........................ ~450 um^2
  Number of fill cells ........................ between 600 and 700
  Ratio of cells with drive above 1 in the final layout ........................ 0.118
  Area overhead of the layout relative to synthesis ........................ 33.7%
  Footprint of the flip-flops and latches ........................ ~360 um^2
  Cell area after layout ........................ 1210 um^2

[Global route]
  Maximum number of pins on one net before global-route repair ........................ 17
  Initial antenna violation count ........................ 0
  Vias in the first global route ........................ approximately 570
  Global-route wire length before repair ........................ ~3000 um
  GRT overflow ........................ 0
  Global-route usage over all layers ........................ 0.0369

[STA]
  Number of setup violations in the final report ........................ 0
  Actual transition at the worst max-transition pin ........................ 0.456 ns
  Final slew viol count ........................ 0
  Final critical-path share of the clock period ........................ 0.786
  Unrepaired setup endpoints after global routing ........................ false
  Time the worst path needs with I/O delays and setup ........................ 1.89 ns
  Fmax ........................ 0.530 GHz
  Clock skew after layout ........................ ~0.0019 ns
  Total negative slack for setup checks ........................ 0 ns
  Max transition margin ........................ 0.695
  Final-report hold violation count ........................ 0

[CTS]
  Clock transition at path regs ........................ around 0.070 ns
  Count of clock tree sinks ........................ 18
  Cts hold-fix bufs ........................ 0
  Number of buffers created by CTS ........................ 3
  Clock latency on the worst-skew pair ........................ approximately 0.25 ns
  Clock Tree Root ........................ clkbuf_8
  Clock Tree Buf Depth ........................ 2
  TritonCTS clock tree ........................ yes
  Deepest level of the CTS H-tree ........................ 1
  Number of setup buffers added after CTS ........................ 0
  Post-cts gate resize count ........................ 0

[Min path]
  Kind of path behind the tightest hold check ........................ register to register

[Synth]
  Area of the mapped netlist ........................ around 900 um^2
  Yosys cell types ........................ 28
  Ys cells ........................ about 85
  Chip Area, Yosys ........................ roughly 900 um^2
  Area leader share ........................ 0.399
  Largest area contributor in the netlist ........................ dfxtp_1
  Yosys warning total ........................ 1
  Flops out of synthesis ........................ 18
  Number of instances in the synthesized netlist ........................ about 85
  Post-synthesis average cell area ........................ between 10 and 15 um^2
  Post-synthesis sequential area ratio ........................ 0.399
  Biggest area contributors in the synthesized netlist ........................ dfxtp_1, ha_1, nand2b_1, buf_4, mux2i_1

[Drt]
  Routed wire length per instance ........................ around 10 um
  Drt initial violations ........................ 18
  Via-per-instance ratio ........................ roughly 3.5
  Number of remaining DRC errors ........................ 0
  First-pass iteration count of the detailed router ........................ 4
  Via count ........................ 625
  Residual antenna-violating net count after detailed routing ........................ 0
  Detailed-route wire length ........................ around 1800 um
  Number of diodes added for antenna fixing ........................ 0

[Critical path]
  CP Max Fanout ........................ 15
  Worst setup path class ........................ register to output port
  Bufs and invs on worst path ........................ 1
  Data required time of the worst path ........................ about 1.9 ns
  Signal arrival time at the worst endpoint ........................ around 1.4 ns
  Top delay family on crit path ........................ flip-flops
  Capturing element type of the critical path ........................ output port
  Worst path max stage delay ........................ 0.60 ns
  Highest-delay cell along the critical path ........................ dfxtp_1
  Nature of the critical path startpoint ........................ register
  List of cells traversed by the critical path ........................ clkdlybuf4s50_1

[Placement]
  Placement-stage cell area ........................ ~1200 um^2
  Routability congestion estimate from global placement ........................ roughly 0.71
  Number of port buffers ........................ 23

[Power]
  VDD IR max ........................ 0.000127 V
  Reported leakage power ........................ 0.455 nW
  Pwr Density ........................ about 470 nW/um^2

[Floorplanning]
  Fraction of the core area occupied by cells at floorplan ........................ 0.144
  Die Area ........................ about 10000 um^2
  Io pins ........................ 24
  Number of placement rows ........................ 29
  Die y size ........................ approximately 100 um
  Die extent in x ........................ 100 um
  Total core area ........................ ~6300 um^2

[Job]
  Count of max-cap constraint violations ........................ 0
  Number of warnings in the stage logs ........................ 25

[Run status]
  Outcome ........................ finished, final reports clean

----------------------------------------------------
[worst paths after layout]
kind	from	endpoint	slack, ns	cells past startpoint
setup / recovery	current_state[1]	Active_MAC	0.51	1
hold / removal	current_state[5]	current_state[1]	0.44	1
setup reg to reg	var_v[0]	var_x[0]	0.65	4
hold reg to reg	current_state[5]	current_state[1]	0.44	1
[power breakdown]
part / internal, mW / switching (mW) / total [mW]
registers: 0.302 / 0.00254 / 0.305
clock network: 0.145 / 0.0943 / 0.240
logic: 0.0116 / 0.00818 / 0.0198
total: 0.459 / 0.105 / 0.565
[cell usage in the layout, fill, tap and decap left out]
cell type / netlist / layout
clkdlybuf4s50_1: 0 / 23
dfxtp_1: 18 / 18
nand2b_1: 9 / 9
ha_1: 8 / 8
nor2b_1: 6 / 6
mux2i_1: 5 / 5
clkbuf_8: 0 / 4
a21oi_1: 3 / 3
inv_1: 2 / 2
nor2_1: 2 / 2
nor3_1: 2 / 2
mux2_4: 2 / 2
a21bo_2: 2 / 2
or3b_1: 2 / 2
and4_1: 1 / 1
and3_1: 1 / 1
o21ai_0: 1 / 1
nand4_1: 1 / 1
a32o_1: 1 / 1
and3_4: 1 / 1
nand4b_1: 1 / 1
and4bb_2: 1 / 1
a21boi_0: 1 / 1
o21a_1: 1 / 1
nand3b_1: 1 / 1
a21oi_2: 1 / 1
nand3_1: 1 / 1
buf_4: 7 / 1
[per-stage QoR]
step | worst slack (ns) | hold slack [ns] | util | instances | total power [mW]
detailed placement | 0.553 | 0.426 | 0.183 | 175 | 0.332
global placement | 0.573 | 0.422 | 0.183 | 175 | 0.332
CTS | 0.508 | 0.442 | 0.192 | 179 | 0.575
finish | 0.513 | 0.437 | 0.192 | 179 | 0.565
floorplan | 0.991 | 0.393 | - | 85 | 0.323
global route | 0.416 | 0.457 | 0.192 | 179 | 0.594
[Yosys cell counts]
| master | instances |
|---|---|
| and4bb_2 | 1 |
| ha_1 | 8 |
| inv_1 | 2 |
| or3b_1 | 2 |
| o21a_1 | 1 |
| a21oi_2 | 1 |
| nand3_1 | 1 |
| buf_6 | 2 |
| mux2_4 | 2 |
| a21oi_1 | 3 |
| and3_1 | 1 |
| buf_4 | 7 |
| nand4b_1 | 1 |
| nand2b_1 | 9 |
| a32o_1 | 1 |
| nor2b_1 | 6 |
| nand3b_1 | 1 |
| nor3_1 | 2 |
| a21boi_0 | 1 |
| and3_4 | 1 |
| a21bo_2 | 2 |
| and4_1 | 1 |
| buf_2 | 2 |
| dfxtp_1 | 18 |
| mux2i_1 | 5 |
| o21ai_0 | 1 |
| nor2_1 | 2 |
| nand4_1 | 1 |
[per-layer routing]
metal | up-vias | wire length (um) | global-route usage | part of all wire
met3 | 2 | 164 | 0.0132 | 0.089
met2 | 21 | 862 | 0.0597 | 0.47
met4 | 0 | 59 | 0.0120 | 0.032
met5 | - | 0 | 0 | 0
met1 | 280 | 747 | 0.0446 | 0.41
li1 | 322 | - | - | -
[cell type report]
type / instances / share of cell area
flip-flops and latches: 18 / 0.299
inverters: 2 / 0.00622
repair buffers: 24 / 0.197
well taps: 77 / 0.0799
multi-input cells: 54 / 0.372
clock buffers: 4 / 0.0456
[kinds of logic after synthesis]
| family | after synthesis | synth area share |
|---|---|---|
| AND-OR/OR-AND | 10 | 0.0818 |
| AND/OR/NAND/NOR | 29 | 0.216 |
| adder cells (fa/ha/maj) | 8 | 0.111 |
| buffers and inverters | 13 | 0.103 |
| multiplexers | 7 | 0.0888 |
| flip-flops | 18 | 0.399 |
[sequential cells by signal (all words and copies together) (netlist names)]
name	count
var_x	3
var_v	3
var_y	3
var_u	3
current_state	6
Power is estimated from default activity; no workload was simulated.
